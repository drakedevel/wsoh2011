## design/flow/config.mk

```make
export PLATFORM = sky130hd
export DESIGN_NAME = cpu_execute
export DESIGN_NICKNAME = cpu_execute
export VERILOG_FILES = /design/flow/design.v
export SDC_FILE = /design/flow/constraint.sdc
export NUM_CORES = 4
export LEC_CHECK = 1
export CORE_UTILIZATION = 30
```

## design/flow/constraint.sdc

```tcl
current_design cpu_execute

set clk_period 15.8
set clk_io_pct 0.2

create_clock -name clk0 -period $clk_period [get_ports {clk}]

set non_clock_inputs [all_inputs -no_clocks]
set_input_delay [expr $clk_period * $clk_io_pct] -clock clk0 $non_clock_inputs
set_output_delay [expr $clk_period * $clk_io_pct] -clock clk0 [all_outputs]
```

## design/flow/design.v

```verilog
module alu( 
   alu__cond, alu__out,
   alu__left, alu__right, alu__op
   );
   output             alu__cond;
   output reg [31:0]  alu__out;
   input [31:0]       alu__left;
   input [31:0]       alu__right;
   input [4:0] 	      alu__op;
   wire signed [31:0] alu__left_s;
   assign alu__cond = alu__out[0];
   assign alu__left_s = alu__left;
   always @* begin
      case (alu__op)
	5'd0:
	  alu__out = alu__left;
	5'd1:
	  alu__out = alu__right;
	5'd2:
	  alu__out = alu__left | alu__right;
	5'd3:
	  alu__out = alu__left ^ alu__right;
	5'd4:
	  alu__out = alu__left & alu__right;
	5'd5:
	  alu__out = alu__left == alu__right ? { 31'b0, 1'b1 } : 32'b0;
	5'd6:
	  alu__out = alu__left != alu__right ? { 31'b0, 1'b1 } : 32'b0;
	5'd7:
	  alu__out = alu__left < alu__right ? { 31'b0, 1'b1 } : 32'b0;
	5'd8:
	  alu__out = alu__left <= alu__right ? { 31'b0, 1'b1 } : 32'b0;
	5'd9:
	  alu__out = alu__left > alu__right ? { 31'b0, 1'b1 } : 32'b0;
	5'd10:
	  alu__out = alu__left >= alu__right ? { 31'b0, 1'b1 } : 32'b0;
	5'd11:
	  alu__out = alu__left << alu__right;
	5'd12:
	  alu__out = alu__left_s >> alu__right;
	5'd13:
	  alu__out = alu__left >> alu__right;
	5'd14:
	  alu__out = alu__left + alu__right;
	5'd15:
	  alu__out = alu__left - alu__right;
	5'd18:
	  alu__out = alu__left ? { 31'b0, 1'b1 } : 32'b0;
	5'd19:
	  alu__out = ~alu__left;
	5'd20:
	  alu__out = -alu__left;
	5'd16:
	  alu__out = alu__left == 0 ? { 31'b0, 1'b1 } : 32'b0;
	5'd17:
	  alu__out = alu__left != 0 ? { 31'b0, 1'b1 } : 32'b0;
	default:
	  alu__out = 32'bx;
      endcase
   end
endmodule
module cpu_execute( 
   alu__cond_3a, alu__out_3a, c__branch_3a, c__mem_addr_3a,
   c__mem_write_3a, c__to_push_3a, instruction_3a, pc_3a, r0_3a,
   r1_3a, st__to_pop_3a,
   alu__op_2a, c__alu_left_2a, c__alu_right_2a, c__branch_2a,
   c__mem_write_2a, c__to_push_2a, c__r0_2a, c__r1_2a, instruction_2a,
   kill_4a, pc_2a, pc_1a, st__top_0_2a, st__top_n_2a, st__to_pop_2a,
   clk, rst_b
   );
   output reg        alu__cond_3a;
   output reg [31:0] alu__out_3a;
   output reg [1:0]  c__branch_3a;
   output reg [7:0]  c__mem_addr_3a;
   output reg 	     c__mem_write_3a;
   output reg [2:0]  c__to_push_3a;
   output reg [47:0] instruction_3a;
   output reg [31:0] pc_3a;
   output reg [34:0] r0_3a;
   output reg [34:0] r1_3a;
   output reg [10:0] st__to_pop_3a;
   input [4:0] 	     alu__op_2a;
   input [1:0] 	     c__alu_left_2a;
   input [1:0] 	     c__alu_right_2a;
   input [1:0] 	     c__branch_2a;
   input 	     c__mem_write_2a;
   input [2:0]	     c__to_push_2a;
   input             c__r0_2a;
   input             c__r1_2a;
   input [47:0]      instruction_2a;
   input 	     kill_4a;
   input [31:0]      pc_2a;
   input [31:0]      pc_1a;
   input [34:0]      st__top_0_2a;
   input [34:0]      st__top_n_2a;
   input [10:0]      st__to_pop_2a;
   input 	     clk, rst_b;
   reg [31:0] 	     alu__left;
   reg [31:0] 	     alu__right;
   wire 	     killed;
   wire			alu__cond;		 
   wire [31:0]		alu__out;		 
   assign killed = kill_4a;
   always @* begin
      case (c__alu_left_2a)
	2'd0:
	  alu__left = instruction_2a[31:0];
	2'd1:
	  alu__left = st__top_0_2a[31:0];
	2'd2:
	  alu__left = st__top_n_2a[31:0];
	2'd3:
	  alu__left = pc_1a;
	default:
	  alu__left = 32'bx;
      endcase
      case (c__alu_right_2a)
	2'd0:
	  alu__right = instruction_2a[31:0];
	2'd1:
	  alu__right = st__top_0_2a[31:0];
	2'd2:
	  alu__right = st__top_n_2a[31:0];
	2'd3:
	  alu__right = r1_3a;
	default:
	  alu__right = 32'bx;
      endcase
   end
   always @(posedge clk or negedge rst_b) begin
      if (!rst_b) begin
	 alu__cond_3a <= 1'h0;
	 alu__out_3a <= 32'h0;
	 c__branch_3a <= 2'h0;
	 c__mem_addr_3a <= 8'h0;
	 c__mem_write_3a <= 1'h0;
	 c__to_push_3a <= 3'h0;
	 instruction_3a <= 48'h0;
	 pc_3a <= 32'h0;
	 r0_3a <= 35'h0;
	 r1_3a <= 35'h0;
	 st__to_pop_3a <= 11'h0;
      end else begin
	 alu__cond_3a <= alu__cond;
	 alu__out_3a <= alu__out;
	 if (killed) begin
	    st__to_pop_3a <= 11'h0;
	    c__branch_3a <= 2'h0;
	    c__mem_write_3a <= 1'h0;
	    c__to_push_3a <= 3'h0;
         end else begin
	    st__to_pop_3a <= st__to_pop_2a;
	    c__branch_3a <= c__branch_2a;
	    c__mem_addr_3a <= st__top_n_2a;
	    c__mem_write_3a <= c__mem_write_2a;
	    c__to_push_3a <= c__to_push_2a;
         end
	 instruction_3a <= instruction_2a;
	 pc_3a <= pc_2a;
         if (c__r0_2a && !killed) begin
            r0_3a <= st__top_0_2a;
         end
         if (c__r1_2a && !killed) begin
            r1_3a <= st__top_n_2a;
         end
      end
   end
   alu ALU(.alu__op(alu__op_2a),
	   .alu__cond			(alu__cond),
	   .alu__out			(alu__out[31:0]),
	   .alu__left			(alu__left[31:0]),
	   .alu__right			(alu__right[31:0]));
endmodule
```

## design/flow/run.sh

```bash
#!/bin/bash
# OpenROAD 26Q1-2900-gdf79404cd8, Yosys 0.63+post, stock flow scripts
make -C /OpenROAD-flow-scripts/flow DESIGN_CONFIG=/design/flow/config.mk WORK_HOME=/design/flow/orfs finish
```

==> metrics.cfg <==
[run_status]
status=finished, final reports clean

[synthesis]
mappedNetlistArea_um2=17700
synth.avg_cell_area_um2=8.86
ff_type=dfrtp_1
syn_inst=1998
top_cell=nor2_1
yosys_area_um2=17700
ys_cells=1998
synth_flops=207
top_cell_area_share_pct=29.3
yosys.stat.seqShare_pct=29.3
synth_cell_types=81
ys_top_cells_by_count=211 x nor2_1, 207 x dfrtp_1, 156 x nand2_1
synth-warning-count=2
synthArstFlopShare_pct=100
top_area_cell=dfrtp_1
top_cells_by_area=dfrtp_1 29%, mux4_2 7.8%, mux2_2 7.6%
synth-edff-count=0

[cells_and_area]
final_area_um2=23500
drive_gt1_share_pct=13.2
syn_to_final_growth_pct=32.8
n_fill_cell=5654
final_util_pct=40.5

[final_timing]
slew_viol_final=0
worst_hold_slack_ps=505
post-route-period-util_pct=52.2
skew_ps=50.2
finalSetupViolations=0
maxSlewHeadroom_pct=39.7
fin_tns_setup_ps=0
rsz0062_at_grt=no
worst_pin_slew_ps=882
min_period_ps=8250
finalHoldViolCount=0
max_freq_mhz=121

[pwr]
p_comb_share_pct=44.2
power_mw=2.26
switching_share_pct=38.8
p_switching_uw=878
pwr-share-seq_pct=27.2
clockPowerShare_pct=28.6
intPower_mw=1.38
power_density_nw_per_um2=96.2
ir_worst_vdd_v=0.0000876
p_leak_nw=9.33

[route]
wire_per_inst_um=30.5
vias_per_cell=5.97
remaining_drc_errors=0
drtAntennaViolNets=0
drtIter0Drc=1737
vias=18700
routed_wl_um=95300
drt_first_pass_iters=6

[clock_network]
clk_path_buf_depth=3
clock_sinks=207
cts_root_buffer=clkbuf_16
cts_resized=0
cts_hold_buf=0
cts.clk_slew.worst_paths_ps=70
htree_num_levels=1
clkLatencyLatePin_ps=610
postCtsSetupBuffers=0
cts_made_buffers=26
cts_tree=done

[floorplan]
ioPinCount=421
core-area_um2=58000
rows=88
dieWidth_um=245
dieHeight_um=245
die_area_um2=60000
fp_util_pct=30.5

[placement]
io_buffers=420
placed_area_um2=22600
gp_congestion=1.06
dp_hpwl_um=73600

[job]
maxCapViolCount=0
tool_warnings=86

[critical_path]
cp.arrival_ps=8730
crit_path_end_kind=flop
cp_data_required_time_ps=16270
crit_family=AND-OR/OR-AND gates
cp_slowest_cell=a2111oi_0
criticalPathCategory=in -> reg
critical_path.max_stage_delay_ps=810
critPathLaunchType=primary input
path_cells=buf_2 -> buf_4 -> mux2_2 -> o21ai_2 -> buf_4 -> inv_1 -> ha_1 -> o21a_1 -> a2111oi_0 -> o21bai_1 -> a31oi_1 -> o211a_1 -> a41oi_1 -> buf_4 -> a31oi_1 -> xnor2_1 -> a2111oi_0 -> o22ai_1
cp_num_buf_inv=5
cpMostUsedCell=buf_4
worst-path-max-fanout=43

[global_route]
grt.total_usage_pct=32.3
grt_max_degree=71
antenna_found_initial=14
grt_pass1_vias=18100
grt_overflow_total=0
grt_pass1_wl_um=135000

[worst_hold_path]
min_path_type=reg -> reg

[routing by layer]
| layer | GRT usage (%) | share of wire [%] |
|---|---|---|
| met2 | 49.4 | 45 |
| met4 | 14.3 | 5.7 |
| met3 | 8.56 | 9.8 |
| met1 | 43.6 | 39 |
| met5 | 0 | 0.014 |
[logic make-up (layout without fill, tap and decap cells)]
family / Yosys count / in the layout / share of synthesized area [%]
adders and majority gates: 96 / 96 / 6.87
DFF: 207 / 207 / 29.3
AOI/OAI and AO/OA: 579 / 579 / 21.7
buffers and inverters: 258 / 613 / 6.04
xor gates and xnor gates: 44 / 44 / 2.18
and+or+nand+nor: 567 / 567 / 14.8
other: 0 / 11 / 0
muxes: 247 / 247 / 19.1
[power by group through the flow]
stage,clock network [mW],logic [mW],registers [mW]
final,0.646,1.00,0.615
after global routing,0.681,1.06,0.621
after CTS,0.660,0.980,0.615
[area by class of cell]
class	instances	area, µm²	share of cell area (%)
multi-input combinational	1533	11500	48.9
clock buffer	35	724	3.08
antenna	11	27.5	0.117
timing repair buffer	477	4620	19.6
tap	765	957	4.07
clock inverter	11	180	0.766
inverter	90	338	1.44
sequential	207	5180	22.0
[worst register-to-register path, stage by stage (launching register included)]
cell,delay (ps)
dfrtp_1,400
mux4_2,830
ha_1,430
a211o_1,340
a2111oi_0,780
o21bai_1,420
a31oi_1,560
o211a_1,340
a41oi_1,130
buf_4,210
a31oi_1,220
xnor2_1,90
a2111oi_0,390
o22ai_1,150
[path summary, 6_finish.rpt]
kind | start | to | slack [ps] | depth (start not counted)
worst max-delay path | c__alu_right_2a[1] | alu__out_3a[31] | 7550 | 18
worst min-delay path | r0_3a[20] | r0_3a[20] | 500 | 1
worst max register to register | r1_3a[0] | alu__out_3a[31] | 10420 | 13
worst min register to register | r0_3a[20] | r0_3a[20] | 500 | 1
max in group asynchronous | rst_b | r1_3a[33] | 11530 | 3
min in group asynchronous | rst_b | alu__out_3a[8] | 2500 | 1
[registers in the layout, summed over array words and instances (netlist names)]
register / flops
c__mem_addr_3a: 8
r1_3a: 35
pc_3a: 32
instruction_3a: 48
st__to_pop_3a: 11
alu__out_3a: 32
c__mem_write_3a: 1
r0_3a: 35
c__branch_3a: 2
c__to_push_3a: 3
[layout by cell type, fill, tap and decap left out, drive strengths merged, types with 14 or more instances in the layout]
cell           count
a2111oi           15
a211oi            34
a21o              17
a21oi            146
a221oi            25
a22oi             19
a31oi             22
buf               62
clkbuf            35
clkdlybuf4s50    415
dfrtp            207
ha                94
inv               89
mux2             119
mux2i             67
mux4              61
nand2            157
nand3             29
nor2             213
nor2b             29
nor3              46
nor4              20
o211ai            32
o21ai            116
o21bai            15
o221ai            18
o22ai             18
or3               14
xnor2             40
[metrics by stage]
stage,worst slack (ps),instances
5_1_grt,7440,3127
3_3_place_gp,7130,3072
3_5_place_dp,7180,3072
2_1_floorplan,7730,1998
6_report,7550,3129
4_1_cts,7780,3118
Power and IR drop assume default switching activity.
