==> flow/design.v <==
module cpu_memory( 
   branch_target_4a, c__to_push_4a, kill_4a, pc_4a, st__to_pop_4a,
   st__to_push_4a, Hsync, Vsync, leds, vgaBlue, vgaGreen, vgaRed,
   alu__cond_3a, alu__out_3a, c__branch_3a, c__mem_addr_3a,
   c__mem_write_3a, c__to_push_3a, instruction_3a, pc_3a, r0_3a,
   r1_3a, st__to_pop_3a, clk, rst_b, switches
   );
   output reg [31:0] branch_target_4a;
   output reg [2:0]  c__to_push_4a;
   output reg 	     kill_4a;
   output reg [31:0] pc_4a;
   output reg [10:0] st__to_pop_4a;
   output reg [34:0] st__to_push_4a;
   input 	     alu__cond_3a;
   input [31:0]      alu__out_3a;
   input [1:0] 	     c__branch_3a;
   input [7:0] 	     c__mem_addr_3a;   
   input 	     c__mem_write_3a;
   input [2:0] 	     c__to_push_3a;
   input [47:0]      instruction_3a;
   input [31:0]      pc_3a;
   input [34:0]      r0_3a;
   input [34:0]      r1_3a;
   input [10:0]      st__to_pop_3a;
   input 	     clk, rst_b;
   input [7:0] 	     switches;
   output 	     Hsync;
   output 	     Vsync;
   output [7:0]      leds;
   output [2:3]      vgaBlue;
   output [1:3]      vgaGreen;
   output [1:3]      vgaRed;
   wire [7:0] 	     bus__address_3a;
   wire [31:0] 	     bus__wrdata_3a;
   wire [31:0]		bus__rddata_4a;		 
   always @* begin
      case (c__branch_3a)
	2'd0:
	  kill_4a = 1'b0;
	2'd1, 2'd3:
	  kill_4a = 1'b1;
	2'd2:
	  kill_4a = alu__cond_3a;
	default:
	  kill_4a = 1'bx;
      endcase
      case (c__branch_3a)
	2'd1, 2'd2:
	  branch_target_4a = pc_3a + { {16{instruction_3a[15]}}, instruction_3a[15:0] };
	2'd3:
	  branch_target_4a = alu__out_3a;
	default:
	  branch_target_4a = 32'bx;
      endcase
   end
   always @(posedge clk or negedge rst_b) begin
      if (!rst_b) begin
	 c__to_push_4a <= 3'h0;
	 pc_4a <= 32'h0;
	 st__to_pop_4a <= 11'h0;
	 st__to_push_4a <= 35'h0;
      end else begin
	 c__to_push_4a <= c__to_push_3a;
	 if (st__to_pop_3a == 2'd3)
	    st__to_pop_4a <= alu__out_3a;
	 else
	    st__to_pop_4a <= st__to_pop_3a;
	 case (c__to_push_3a)
	   3'd1:
	     st__to_push_4a <= { 3'd1, alu__out_3a };
	   3'd2:
	     st__to_push_4a <= instruction_3a[34:0];
	   3'd3:
	     st__to_push_4a <= r0_3a;
	   3'd4:
	     st__to_push_4a <= r1_3a;
	   default:
	     st__to_push_4a <= 35'bx;
	 endcase
	 pc_4a <= pc_3a; 
      end
   end
   iobus IO(.bus__rdstrobe_3a(1'b0),
	    .bus__wrstrobe_3a(c__mem_write_3a),
	    .bus__address_3a(c__mem_addr_3a),
	    .bus__wrdata_3a(alu__out_3a),
	    .bus__rddata_4a		(bus__rddata_4a[31:0]),
	    .leds			(leds[7:0]),
	    .Hsync			(Hsync),
	    .Vsync			(Vsync),
	    .vgaBlue			(vgaBlue[2:3]),
	    .vgaGreen			(vgaGreen[1:3]),
	    .vgaRed			(vgaRed[1:3]),
	    .clk			(clk),
	    .rst_b			(rst_b),
	    .switches			(switches[7:0]));
endmodule
module iobus( 
   vgaRed, vgaGreen, vgaBlue, Vsync, Hsync, bus__rddata_4a, leds,
   clk, rst_b, bus__rdstrobe_3a, bus__wrstrobe_3a, bus__address_3a,
   bus__wrdata_3a, switches
   );
    input             clk, rst_b;
    input             bus__rdstrobe_3a;
    input             bus__wrstrobe_3a;
    input      [ 7:0] bus__address_3a;
    input      [31:0] bus__wrdata_3a;
    output reg [31:0] bus__rddata_4a = {32{1'bx}};
    output reg [ 7:0] leds = 0;
    input      [ 7:0] switches;
    parameter RECTBITS = 6;
    output		Hsync;			 
    output		Vsync;			 
    output [2:3]	vgaBlue;		 
    output [1:3]	vgaGreen;		 
    output [1:3]	vgaRed;			 
    reg  [RECTBITS:0] vg__addr = {(RECTBITS+1){1'bx}};
    wire [      31:0] vg__data = bus__wrdata_3a;
    wire              vg__write = bus__wrstrobe_3a && (bus__address_3a == 8'h03);
    always @(posedge clk or negedge rst_b)
        if (!rst_b)
            vg__addr <= {(RECTBITS+1){1'bx}};
        else if (bus__wrstrobe_3a && (bus__address_3a == 8'h02))
            vg__addr <= bus__wrdata_3a[RECTBITS:0];
    always @(posedge clk or negedge rst_b)
        if (!rst_b)
            leds <= 8'h00;
        else if (bus__wrstrobe_3a && (bus__address_3a == 8'h00))
            leds <= bus__wrdata_3a[7:0];
    always @(posedge clk or negedge rst_b)
        if (!rst_b)
            bus__rddata_4a <= {32{1'bx}};
        else
            case (bus__address_3a)
            8'h00: bus__rddata_4a <= leds;
            8'h01: bus__rddata_4a <= switches;
            8'h02: bus__rddata_4a <= vg__addr;
            8'h03: bus__rddata_4a <= 32'h1EA75417;
            default: bus__rddata_4a <= {32{1'bx}};
            endcase
    vga_unit vu( 
		.Hsync			(Hsync),
		.Vsync			(Vsync),
		.vgaRed			(vgaRed[1:3]),
		.vgaGreen		(vgaGreen[1:3]),
		.vgaBlue		(vgaBlue[2:3]),
		.clk			(clk),
		.rst_b			(rst_b),
		.vg__data		(vg__data[31:0]),
		.vg__addr		(vg__addr[RECTBITS:0]),
		.vg__write		(vg__write));
endmodule
module vga_core( 
   Hsync, Vsync, vgaRed, vgaGreen, vgaBlue, vg__stall,
   clk, rst_b, vg__color
   );
   parameter HOR_BITS = 11;
   parameter VER_BITS = 10;
   parameter HOR_ADDR = 800;
   parameter HOR_BLANK = 240;
   parameter HOR_TOTAL = HOR_ADDR + HOR_BLANK;
   parameter VER_ADDR = 600;
   parameter VER_BLANK = 66;
   parameter VER_TOTAL = VER_ADDR + VER_BLANK;
   parameter HSYNC_START = 856;
   parameter HSYNC_LENGTH = 120;
   parameter VSYNC_START = 637;
   parameter VSYNC_LENGTH = 6;
   output reg 	     Hsync;
   output reg 	     Vsync; 
   output [1:3]      vgaRed;
   output [1:3]      vgaGreen;
   output [2:3]      vgaBlue;
   output 	     vg__stall;
   input 	     clk;
   input 	     rst_b;
   input [7:0] 	     vg__color;
   reg [HOR_BITS-1:0] h_addr;
   reg [VER_BITS-1:0] v_addr;
   assign vg__stall = (h_addr >= HOR_ADDR || v_addr >= VER_ADDR);
   assign { vgaRed, vgaGreen, vgaBlue } = vg__stall ? 8'b0 : vg__color;
   always @(posedge clk or negedge rst_b) begin
      if (!rst_b) begin
	 Hsync <= 1'h0;
	 Vsync <= 1'h0;
	 h_addr <= {HOR_BITS{1'b0}};
	 v_addr <= {VER_BITS{1'b0}};
      end else begin
	 if (h_addr == (HOR_TOTAL - 1)) begin
	    h_addr <= {HOR_BITS{1'b0}};
	    if (v_addr == (VER_TOTAL - 1))
	      v_addr <= {VER_BITS{1'b0}};
	    else
	      v_addr <= v_addr + 1;
	 end else begin
	    h_addr <= h_addr + 1;
	 end
	 Hsync <= (HSYNC_START <= h_addr && h_addr < (HSYNC_START + HSYNC_LENGTH));
	 Vsync <= (VSYNC_START <= v_addr && v_addr < (VSYNC_START + VSYNC_LENGTH));
      end
   end
endmodule
module vga_pipeline( 
   vg__color,
   clk, rst_b, st__data, vg__addr, vg__rect_write, vg__stall
   );
   parameter WIDTH = 800;
   parameter HEIGHT = 600;
   parameter WIDTHBITS = 10;
   parameter HEIGHTBITS = 10;
   parameter COLORBITS = 8;
   parameter RECTBITS = 6;
   output [COLORBITS-1:0] vg__color;
   input 		  clk, rst_b;
   input [31:0]           st__data;
   input [RECTBITS:0]     vg__addr;
   input 		  vg__rect_write;
   input 		  vg__stall;
   wire [COLORBITS-1:0]   color[0:1];
   wire [WIDTHBITS-1:0]   x[0:1];
   wire [HEIGHTBITS-1:0]  y[0:1];
   reg [WIDTHBITS-1:0] 	  x_counter;
   reg [HEIGHTBITS-1:0]   y_counter;
   assign color[0] = 8'h00;
   assign vg__color = color[1];
   assign x[0] = x_counter;
   assign y[0] = y_counter;
   always @(posedge clk or negedge rst_b) begin
      if (!rst_b) begin
	 x_counter <= {WIDTHBITS{1'b0}};
	 y_counter <= {HEIGHTBITS{1'b0}};
      end else begin
	 if (!vg__stall) begin
	    if (x_counter == (WIDTH - 1)) begin
	       x_counter <= 0;
	       if (y_counter == (HEIGHT - 1))
		 y_counter <= 0;
	       else
		 y_counter <= y_counter + 1;
	    end else begin
	       x_counter <= x_counter + 1;
	    end
	 end
      end
   end
   vga_stage_rectangle #(WIDTHBITS,HEIGHTBITS,COLORBITS,RECTBITS)
   RectangleStage(.st__conf_multi_index(vg__addr[RECTBITS:1]),
		  .st__a0		(vg__addr[0]),
		  .st__color_0a(color[0]),
		  .st__color_1a(color[1]),
		  .st__x_0a(x[0]),
		  .st__x_1a(x[1]),
		  .st__y_0a(y[0]),
		  .st__y_1a(y[1]),
		  .clk			(clk),
		  .rst_b		(rst_b),
		  .st__data		(st__data[31:0]),
		  .vg__rect_write	(vg__rect_write),
		  .vg__stall		(vg__stall));
endmodule
module vga_stage_rectangle( 
   st__color_1a, st__x_1a, st__y_1a,
   clk, rst_b, st__color_0a, st__x_0a, st__y_0a, st__conf_multi_index,
   st__a0, st__data, vg__rect_write, vg__stall
   );
   parameter WIDTHBITS = 10;
   parameter HEIGHTBITS = 10;
   parameter COLORBITS = 8;
   parameter MULTIBITS = 5;
   output reg [COLORBITS-1:0]  st__color_1a;
   output reg [WIDTHBITS-1:0]  st__x_1a;
   output reg [HEIGHTBITS-1:0] st__y_1a;
   input 		       clk;
   input 		       rst_b;
   input [COLORBITS-1:0]       st__color_0a;
   input [WIDTHBITS-1:0]       st__x_0a;
   input [HEIGHTBITS-1:0]      st__y_0a;
   input [MULTIBITS-1:0]       st__conf_multi_index;
   input                       st__a0;
   input [31:0]                st__data;
   input 		       vg__rect_write;
   input 		       vg__stall;
   reg [COLORBITS-1:0] 	       color [0:2**MULTIBITS-1];
   reg 			       enabled[0:2**MULTIBITS-1];
   reg [WIDTHBITS-1:0] 	       rect_x1[0:2**MULTIBITS-1];
   reg [WIDTHBITS-1:0] 	       rect_x2[0:2**MULTIBITS-1];
   reg [HEIGHTBITS-1:0]        rect_y1[0:2**MULTIBITS-1];
   reg [HEIGHTBITS-1:0]        rect_y2[0:2**MULTIBITS-1];
   wire [0:2**MULTIBITS-1]     valid_bus;
   wire [COLORBITS-1:0]        color_bus[0:2**MULTIBITS];
   always @(posedge clk or negedge rst_b) begin
      if (!rst_b) begin
	 st__color_1a <= {COLORBITS{1'b0}};
	 st__x_1a <= {WIDTHBITS{1'b0}};
	 st__y_1a <= {HEIGHTBITS{1'b0}};
      end else begin
	 if (!vg__stall) begin
	    st__color_1a <= (|valid_bus) ? color_bus[2**MULTIBITS] : st__color_0a;
	    st__x_1a <= st__x_0a;
	    st__y_1a <= st__y_0a;
	 end
      end
   end
   assign color_bus[0] = {COLORBITS{1'b0}};
   generate
      genvar 		       i;
      for (i = 1; i <= 2**MULTIBITS; i = i + 1) begin : buses
	 assign valid_bus[i-1] = enabled[i-1] &&
				 rect_x1[i-1] <= st__x_0a && st__x_0a <= rect_x2[i-1] &&
				 rect_y1[i-1] <= st__y_0a && st__y_0a <= rect_y2[i-1];
	 assign color_bus[i] = valid_bus[i-1] ? (color[i-1] | color_bus[i-1]) : color_bus[i-1];
      end
      for (i = 0; i < 2**MULTIBITS; i = i + 1) begin : registers
	 always @(posedge clk or negedge rst_b) begin
	    if (!rst_b) begin
	       enabled[i] <= 1'h0;
	    end else begin
	       if (vg__rect_write && st__conf_multi_index == i) begin
                  if (st__a0 == 1'b0) begin
		     rect_x1[i] <= st__data[9:0];
		     rect_y1[i] <= st__data[19:10];
		     color[i] <= st__data[27:20];
		     enabled[i] <= st__data[28];
                  end else begin
		     rect_x2[i] <= st__data[9:0];
		     rect_y2[i] <= st__data[19:10];
                  end
	       end
	    end
	 end
      end
   endgenerate
endmodule
module vga_unit( 
   Hsync, Vsync, vgaRed, vgaGreen, vgaBlue,
   clk, rst_b, vg__data, vg__addr, vg__write
   );
   parameter WIDTH = 800;
   parameter HEIGHT = 600;
   parameter WIDTHBITS = 10;
   parameter HEIGHTBITS = 10;
   parameter COLORBITS = 8;
   parameter RECTBITS = 6;
   output 		Hsync;
   output 		Vsync; 
   output [1:3] 	vgaRed;
   output [1:3] 	vgaGreen;
   output [2:3] 	vgaBlue;
   input 		clk;
   input                rst_b;
   input [31:0]         vg__data;
   input [RECTBITS:0]   vg__addr;
   input                vg__write;
   wire [COLORBITS-1:0]	vg__color;		 
   wire			vg__stall;		 
   vga_core VGA( 
		.Hsync			(Hsync),
		.Vsync			(Vsync),
		.vgaRed			(vgaRed[1:3]),
		.vgaGreen		(vgaGreen[1:3]),
		.vgaBlue		(vgaBlue[2:3]),
		.vg__stall		(vg__stall),
		.clk			(clk),
		.rst_b			(rst_b),
		.vg__color		(vg__color[7:0]));
   vga_pipeline #(WIDTH, HEIGHT, WIDTHBITS, HEIGHTBITS, COLORBITS, RECTBITS)
   Video(.vg__rect_write		(vg__write),
	 .st__data			(vg__data),
	 .vg__color			(vg__color[COLORBITS-1:0]),
	 .clk				(clk),
	 .rst_b				(rst_b),
	 .vg__addr			(vg__addr[RECTBITS:0]),
	 .vg__stall			(vg__stall));
endmodule
==> flow/run.sh <==
#!/bin/bash
# OpenROAD 26Q1-2900-gdf79404cd8, Yosys 0.63+post, stock flow scripts
make -C /OpenROAD-flow-scripts/flow DESIGN_CONFIG=/design/flow/config.mk WORK_HOME=/design/flow/orfs finish
==> flow/config.mk <==
export PLATFORM = sky130hd
export DESIGN_NAME = cpu_memory
export DESIGN_NICKNAME = cpu_memory
export VERILOG_FILES = /design/flow/design.v
export SDC_FILE = /design/flow/constraint.sdc
export NUM_CORES = 4
export LEC_CHECK = 1
export CORE_UTILIZATION = 50
==> flow/constraint.sdc <==
current_design cpu_memory

set clk_period 22.5
set clk_io_pct 0.2

create_clock -name clk0 -period $clk_period [get_ports {clk}]

set non_clock_inputs [all_inputs -no_clocks]
set_input_delay [expr $clk_period * $clk_io_pct] -clock clk0 $non_clock_inputs
set_output_delay [expr $clk_period * $clk_io_pct] -clock clk0 [all_outputs]
==> flow report <==
=========================================================================================
Worst-case setup margin in the final layout ................................     8.572 ns
Category of the worst setup path capture point .............................   output pin
Maxcap violations ..........................................................            0
Count of instances resized after the clock tree is built ...................            0
Die span in x ..............................................................     580.2 um
Ratio of cells with drive above 1 in the final layout ......................       10.17%
Setup Total Neg Slack ......................................................         0 ns
Combinational cell area excluding buffers and inverters ....................  63910 sq um
Post-synthesis to final-layout area growth .................................       15.02%
Maximum clock path buffer count ............................................            4
Initial drt markers ........................................................         6972
Final core utilization .....................................................       57.98%
Mapped Cells ...............................................................        12610
Crit path DAT ..............................................................      9.43 ns
Wire length of the first global-routing pass ...............................    792900 um
Number of unique standard cell types used by synthesis .....................           92
Final clock skew ...........................................................   0.09320 ns
Main synth FF type ......................................................... sky130_fd_sc_hd__edfxtp_1
Worst-case reg-to-reg path depth ...........................................           15
Clock tree sinks ...........................................................         3283
Crit path DRT ..............................................................     18.00 ns
DRT antenna net count ......................................................            0
Storage cell area ..........................................................  97600 sq um
WHS Path Cells .............................................................            1
Crit path time final .......................................................     13.93 ns
Clock latency at the later pin of the worst-skew pair ......................      1.00 ns
Die height .................................................................     580.2 um
Setup Buffers After CTS ....................................................            0
Post-synth tally of flip-flops with integrated enable ......................         3072
Kind of path behind the tightest hold check ................................ flip-flop to flip-flop
Cell leakage power .........................................................     78.22 nW
Number of detailed-route iterations in the first pass ......................            6
Total power per unit cell area ............................................. 67.72 nW/um^2
Post-cts hold buffer count .................................................            0
Detailed-route via count ...................................................       111200
Most numerous logic cells after layout ..................................... sky130_fd_sc_hd__edfxtp_1, sky130_fd_sc_hd__ha_1, sky130_fd_sc_hd__inv_1
Dominant logic cell type in the layout ..................................... sky130_fd_sc_hd__edfxtp_1
Mapped Area ................................................................ 167100 sq um
# port buffers .............................................................          328
Average detailed-routed wire length per instance ...........................     30.13 um
Element type at the critical path start ....................................   input port
Drc violations .............................................................            0
Placement Cell Area ........................................................ 180500 sq um
Fin Hold WS ................................................................    0.5055 ns
Detailed Place HPWL ........................................................    362900 um
Post-synthesis sequential area ratio .......................................       58.35%
Warning total across the stage logs ........................................           49
Max Transition Viols Final .................................................            0
Post-Place Setup Slack .....................................................     8.534 ns
Detailed-route vias per instance ...........................................        6.027
Setup repair after global routing missed its margin ........................           no
Synthesis warning total ....................................................           11
Post-synth area from yosys stat ............................................ 167100 sq um
Number of failing hold endpoints at the final stage ........................            0
Clock slew at the register clock pins of the worst setup and hold paths ....      0.06 ns
Cell Rows ..................................................................          211
Type of the worst setup path ............................................... input port to output pin
Global-route usage over all layers .........................................       36.21%
Proportion of register bits with asynchronous set or reset after synthesis .       6.427%
Total Die Area ............................................................. 336600 sq um
Status ..................................................................... finished clean
Share of the clock period used by the worst path after layout ..............       61.90%
Via count of the first global-routing pass .................................       113900
Routed wire length .........................................................    555900 um
Cell count listed in synth_stat.txt ........................................        12610
Final tally of setup violations ............................................            0
Worst IR drop on VDD .......................................................   0.06240 mV
Maximum number of pins on one net before global-route repair ...............           66
Clock tree from TritonCTS ..................................................          yes
TritonCTS buffer count .....................................................          364
Core area .................................................................. 331600 sq um
Leftover overflow at the end of global routing .............................            0
Floorplan Utilization ......................................................       50.41%
Io pins ....................................................................          350
Worst-case headroom to the max-slew limit ..................................       23.21%
Top fanout value on the critical path ......................................            3
Cell at the root of the clock tree ......................................... sky130_fd_sc_hd__clkbuf_16
Register bit count reported by yosys .......................................         3283
Fin area ................................................................... 192200 sq um
Routability Congestion .....................................................       0.9845
CTS H-Tree Depth ...........................................................            5
FMAX .......................................................................  0.07180 GHz
Mean instance size in the synthesized netlist ..............................  13.26 sq um
Number of fill cells .......................................................        24880
Slew @ Worst Pin ...........................................................     1.151 ns
Number of antenna violations at the first check in global routing ..........           42
=========================================================================================
## kinds of logic (layout without fill, tap and decap cells)
kind of cell | Yosys count | in the layout | share of synthesized area (%)
multiplexers | 113 | 113 | 0.7351
buffers and inverters | 1680 | 3139 | 3.786
XOR/XNOR | 45 | 45 | 0.2358
AND/OR/NAND/NOR | 2416 | 2416 | 7.407
adder cells (fa/ha/maj) | 2598 | 2598 | 19.45
flip-flops | 3283 | 3283 | 58.35
other | 0 | 23 | 0
AND-OR/OR-AND | 2470 | 2470 | 10.04
## state kept, by name, indices dropped and copies added (netlist names)
signal and cells:
IO.vu.Video.y_counter 10, st__to_pop_4a 11, IO.vg__addr 7, IO.vu.Video.RectangleStage.st__color_1a 8, IO.vu.Video.RectangleStage.rect_y2 640, pc_4a 32, IO.vu.VGA.Hsync 1, IO.vu.VGA.h_addr 11
IO.vu.Video.x_counter 10, IO.vu.Video.RectangleStage.enabled 64, st__to_push_4a 35, IO.vu.Video.RectangleStage.rect_y1 640, c__to_push_4a 3, IO.vu.Video.RectangleStage.rect_x1 640, IO.leds 8, IO.vu.Video.RectangleStage.color 512
IO.vu.Video.RectangleStage.rect_x2 640, IO.vu.VGA.Vsync 1, IO.vu.VGA.v_addr 10
## final cells by class
cell class | count | share of cell area (%)
clock buffer | 483 | 5.104
antenna | 23 | 0.02994
sequential | 3283 | 50.77
clock inverter | 186 | 0.9879
multi-input combinational | 7642 | 33.24
timing repair buffer | 864 | 3.861
inverter | 1606 | 3.162
tap | 4366 | 2.841
## path summary, 6_finish.rpt
path,from,endpoint,slack (ns)
max reg2reg,IO.vu.Video.x_counter[5],IO.vu.Video.RectangleStage.st__color_1a[4],16.15
max in group asynchronous,rst_b,c__to_push_4a[0],17.38
max,instruction_3a[0],branch_target_4a[28],8.57
min in group asynchronous,rst_b,IO.vu.VGA.h_addr[4],3.42
min,IO.leds[1],IO.leds[1],0.51
min reg2reg,IO.leds[1],IO.leds[1],0.51
## synth_stat cells (41+ instances only)
cell / count / area share, %
sky130_fd_sc_hd__nand3_1: 305 / 0.91
sky130_fd_sc_hd__nand2b_1: 135 / 0.51
sky130_fd_sc_hd__ha_1: 2597 / 19
sky130_fd_sc_hd__o211ai_1: 68 / 0.31
sky130_fd_sc_hd__nor3_1: 145 / 0.43
sky130_fd_sc_hd__nand4_1: 475 / 1.8
sky130_fd_sc_hd__nand2_1: 436 / 0.98
sky130_fd_sc_hd__dfrtp_1: 211 / 3.2
sky130_fd_sc_hd__a22oi_1: 111 / 0.50
sky130_fd_sc_hd__clkbuf_1: 68 / 0.15
sky130_fd_sc_hd__a2111oi_0: 69 / 0.36
sky130_fd_sc_hd__edfxtp_1: 3072 / 55
sky130_fd_sc_hd__mux2_2: 78 / 0.53
sky130_fd_sc_hd__o21a_1: 54 / 0.24
sky130_fd_sc_hd__and3_1: 50 / 0.19
sky130_fd_sc_hd__o31ai_1: 41 / 0.18
sky130_fd_sc_hd__a22o_1: 49 / 0.26
sky130_fd_sc_hd__a31oi_1: 47 / 0.18
sky130_fd_sc_hd__nor2b_1: 113 / 0.42
sky130_fd_sc_hd__o21ai_0: 393 / 1.2
sky130_fd_sc_hd__a21o_1: 242 / 1.1
sky130_fd_sc_hd__a211oi_1: 256 / 1.1
sky130_fd_sc_hd__inv_1: 1606 / 3.6
sky130_fd_sc_hd__a21oi_1: 678 / 2.0
sky130_fd_sc_hd__nor2_1: 544 / 1.2
sky130_fd_sc_hd__o21bai_1: 45 / 0.20
sky130_fd_sc_hd__and4_1: 51 / 0.27
sky130_fd_sc_hd__nor4_1: 61 / 0.23
## where the power goes
group | switching [mW] | internal, mW
clock | 2.51 | 3.42
sequential | 0.00480 | 6.69
combinational | 0.289 | 0.114
total | 2.80 | 10.2
## critical path, stage by stage
cell                              delay [ns]
sky130_fd_sc_hd__clkdlybuf4s50_1        0.50
sky130_fd_sc_hd__ha_1                   0.24
sky130_fd_sc_hd__inv_1                  0.07
sky130_fd_sc_hd__fa_1                   0.41
sky130_fd_sc_hd__nor2b_1                0.21
sky130_fd_sc_hd__o31ai_1                0.12
sky130_fd_sc_hd__a211oi_1               0.54
sky130_fd_sc_hd__o21ai_0                0.31
sky130_fd_sc_hd__a211oi_1               0.43
sky130_fd_sc_hd__o2111ai_1              0.20
sky130_fd_sc_hd__a311oi_1               0.58
sky130_fd_sc_hd__o21a_1                 0.20
sky130_fd_sc_hd__nor3_1                 0.05
sky130_fd_sc_hd__o31ai_1                0.44
sky130_fd_sc_hd__clkdlybuf4s50_1        0.60
## per-layer routing
| layer | vias to the layer above | wire [um] | GRT usage, % |
|---|---|---|---|
| li1 | 50740 | - | - |
| met1 | 53170 | 187400 | 44.04 |
| met2 | 6018 | 240200 | 50.25 |
| met3 | 1218 | 92630 | 25.08 |
| met4 | 58 | 34940 | 17.17 |
| met5 | - | 781 | 1.347 |
## per-stage QoR
stage | power, mW | std cells
CTS | 13.10 | 18430
finish | 13.02 | 18450
detailed placement | 7.221 | 17760
floorplan | 6.879 | 12610
global route | 13.35 | 18440
global placement | 7.224 | 17760
No activity file was given, so power comes from the tool's default toggle rates.
